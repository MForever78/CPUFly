<file path="flow/design.v">
module CPU (clk,reset,pc,inst,Addr,Data_I,Data_O,WE,ACK,STB,debug_next_pc);  
    input  clk, reset;                                   
    input  [31:0] inst;                                  
    input  [31:0] Data_I;                                
    input  ACK;
    output [31:0] pc;                                    
    output [31:0] Addr;                                  
    output [31:0] Data_O;                                
    output WE;                                           
    output STB;
    output [31: 0] debug_next_pc;
    reg           wreg;                                  
    reg           wmem,rmem;                             
    reg    [31:0] alu_out;                               
    reg     [4:0] dest_rn;                               
    reg    [31:0] next_pc;                               
    wire   [31:0] pc_plus_4 = pc + 4;                    
    wire  [05:00] opcode = inst[31:26];
    wire  [04:00] rs     = inst[25:21];
    wire  [04:00] rt     = inst[20:16];
    wire  [04:00] rd     = inst[15:11];
    wire  [04:00] sa     = inst[10:06];
    wire  [05:00] func   = inst[05:00];
    wire  [15:00] imm    = inst[15:00];
    wire  [25:00] addr   = inst[25:00];
    wire          sign   = inst[15];
    wire  [31:00] offset = {{14{sign}},imm,2'b00};
    wire  [31:00] j_addr = {pc_plus_4[31:28],addr,2'b00};
    wire i_add  = (opcode == 6'h00) & (func == 6'h20);   
    wire i_sub  = (opcode == 6'h00) & (func == 6'h22);   
    wire i_and  = (opcode == 6'h00) & (func == 6'h24);   
    wire i_or   = (opcode == 6'h00) & (func == 6'h25);   
    wire i_xor  = (opcode == 6'h00) & (func == 6'h26);   
    wire i_sll  = (opcode == 6'h00) & (func == 6'h00);   
    wire i_srl  = (opcode == 6'h00) & (func == 6'h02);   
    wire i_sra  = (opcode == 6'h00) & (func == 6'h03);   
    wire i_jr   = (opcode == 6'h00) & (func == 6'h08);   
    wire i_addi = (opcode == 6'h08);                     
    wire i_andi = (opcode == 6'h0c);                     
    wire i_ori  = (opcode == 6'h0d);                     
    wire i_xori = (opcode == 6'h0e);                     
    wire i_lw   = (opcode == 6'h23);                     
    wire i_sw   = (opcode == 6'h2b);                     
    wire i_beq  = (opcode == 6'h04);                     
    wire i_bne  = (opcode == 6'h05);                     
    wire i_lui  = (opcode == 6'h0f);                     
    wire i_j    = (opcode == 6'h02);                     
    wire i_jal  = (opcode == 6'h03);                     
    reg [31:0] pc;
    always @ (posedge clk or posedge reset) begin
        if (reset) pc <= 0;
        else begin
            if (STB)
                pc <= ACK ? next_pc : pc;
            else
                pc <= next_pc;
        end
    end
    wire   [31:0] data_2_rf = i_lw ? Data_I : alu_out;
    reg    [31:0] regfile [1:31];                        
    wire   [31:0] a = (rs==0) ? 0 : regfile[rs];         
    wire   [31:0] b = (rt==0) ? 0 : regfile[rt];         
    always @ (posedge clk) begin
        if (wreg && (dest_rn != 0)) begin
            regfile[dest_rn] <= data_2_rf;               
        end
    end
    assign WE = wmem;     
    assign Data_O = b;                                
    assign Addr = alu_out;                          
    assign STB = rmem | wmem;
    always @(*) begin
        alu_out = 0;                                     
        dest_rn = rd;                                    
        wreg    = 0;                                     
        wmem    = 0;                                     
        rmem    = 0;                                     
        next_pc = pc_plus_4;
        case (1'b1)
            i_add: begin                                 
                alu_out = a + b;
                wreg    = 1; end
            i_sub: begin                                 
                alu_out = a - b;
                wreg    = 1; end
            i_and: begin                                 
                alu_out = a & b;
                wreg    = 1; end
            i_or: begin                                  
                alu_out = a | b;
                wreg    = 1; end
            i_xor: begin                                 
                alu_out = a ^ b;
                wreg    = 1; end
            i_sll: begin                                 
                alu_out = b << sa;
                wreg    = 1; end
            i_srl: begin                                 
                alu_out = b >> sa;
                wreg    = 1; end
            i_sra: begin                                 
                alu_out = $signed(b) >>> sa;
                wreg    = 1; end
            i_jr: begin                                  
                next_pc = a; end
            i_addi: begin                                
                alu_out = a + {{16{sign}},imm};
                dest_rn = rt;
                wreg    = 1; end
            i_andi: begin                                
                alu_out = a & {16'h0,imm};
                dest_rn = rt;
                wreg    = 1; end
            i_ori: begin                                 
                alu_out = a | {16'h0,imm};
                dest_rn = rt;
                wreg    = 1; end
            i_xori: begin                                
                alu_out = a ^ {16'h0,imm};
                dest_rn = rt;
                wreg    = 1; end
            i_lw: begin                                  
                alu_out = a + {{16{sign}},imm};
                dest_rn = rt;
                rmem    = 1;
                wreg    = 1; end
            i_sw: begin                                  
                alu_out = a + {{16{sign}},imm};
                wmem    = 1; end
            i_beq: begin                                 
                if (a == b) 
                  next_pc = pc_plus_4 + offset; end
            i_bne: begin                                 
                if (a != b) 
                  next_pc = pc_plus_4 + offset; end
            i_lui: begin                                 
                alu_out = {imm,16'h0};
                dest_rn = rt;
                wreg    = 1; end
            i_j: begin                                   
                next_pc = j_addr; end
            i_jal: begin                                 
                alu_out = pc_plus_4;
                wreg    = 1;
                dest_rn = 5'd31;
                next_pc = j_addr; end
            default: ;
        endcase
        wreg = STB ? wreg & ACK : wreg;
    end
    assign debug_next_pc = next_pc;
endmodule
</file>
<file path="flow/run.sh">
#!/bin/bash
# OpenROAD 26Q1-2900-gdf79404cd8, Yosys 0.63+post, stock flow scripts
make -C /OpenROAD-flow-scripts/flow DESIGN_CONFIG=/design/flow/config.mk WORK_HOME=/design/flow/orfs finish
</file>
<file path="flow/config.mk">
export PLATFORM = sky130hd
export DESIGN_NAME = CPU
export DESIGN_NICKNAME = CPU
export VERILOG_FILES = /design/flow/design.v
export SDC_FILE = /design/flow/constraint.sdc
export NUM_CORES = 4
export LEC_CHECK = 1
export CORE_UTILIZATION = 30
</file>
<file path="flow/constraint.sdc">
current_design CPU

set clk_period 27.1
set clk_io_pct 0.2

create_clock -name clk0 -period $clk_period [get_ports {clk}]

set non_clock_inputs [all_inputs -no_clocks]
set_input_delay [expr $clk_period * $clk_io_pct] -clock clk0 $non_clock_inputs
set_output_delay [expr $clk_period * $clk_io_pct] -clock clk0 [all_outputs]
</file>
==> flow_metrics.py <==
# Synthesis and PnR figures
metrics = {
    "route": {
        "ant_nets": 0,
        "vias_per_cell": 6.16,
        "first_iter_violations": 4816,
        "finalWirelength_mm": 284,
        "drt-pass1-iter-count": 8,
        "dr_total_vias": 51200,
        "wl_per_cell_um": 34.1,
        "drc": 0,
    },
    "clock_network": {
        "clockBufferDepth": 3,
        "cts_resized": 0,
        "clkLatencyLatePin_ns": 0.82,
        "cts_setup_buffers": 0,
        "cts_buffers": 107,
        "cts_hold_buf": 0,
        "clock-sinks": 1024,
        "htree_levels": 3,
        "cts-root-buf": "clkbuf_16",
        "clk_pin_slew_worst_paths_ns": 0.06,
        "cts_tree": "yes",
    },
    "logic_synthesis": {
        "most_common_cell": "edfxtp_1",
        "synth_cell_types": 107,
        "top_cell_area_share": 0.469,
        "ys_sh_adder": 0.0363,
        "ys_seq_frac": 0.482,
        "avgSynthCellArea_um2": 12.1,
        "xor_share": 0.0120,
        "edf_count": 992,
        "synth_warnings": 1,
        "yosysTopAreaCell": "edfxtp_1",
        "topCombFamilyByArea": "multiplexers",
        "ys_chip_area_um2": 63500,
        "common_cells": "edfxtp_1 (992), mux2i_1 (497), nor2_1 (354)",
        "area_leaders": "edfxtp_1 (47%), mux4_2 (9.7%), mux2i_1 (7.8%), ha_1 (3.5%), a21oi_1 (2.3%)",
        "synth.area.mux_share": 0.187,
        "simple_gate_area_frac": 0.0777,
        "yosys.area_share.aoi": 0.167,
        "synthCells": 5240,
        "synth_area_um2": 63500,
        "yosys_cells": 5240,
        "ys.flop_type": "edfxtp_1",
        "async_flop_share": 0.0313,
        "ys.flops": 1024,
    },
    "final_timing": {
        "min_period_over_period": 0.732,
        "finalHoldViolCount": 0,
        "slew_headroom": 0.102,
        "min_period_ns": 19.83,
        "setup_viol": 0,
        "worst_pin_slew_ns": 1.31,
        "tns_ns": 0,
        "report.final.slew_viol_count": 0,
        "rsz0062_at_grt": "no",
        "fmax_ghz": 0.0504,
        "skew_ns": 0.0897,
    },
    "pwr": {
        "finalPower_mw": 4.59,
        "power.density_nw_per_um2": 63.0,
        "p_leak_nw": 25.7,
        "vdd_drop_max_uv": 72.3,
    },
    "worst_setup_path": {
        "crit_slowest_cell": "a2111oi_0",
        "reg2reg_to": "regfile[10][30]",
        "crit_buf_inv": 7,
        "arrival_ns": 14.41,
        "start_kind": "input pin",
        "crit_family": "AND-OR/OR-AND gates",
        "required_ns": 21.68,
        "critPathCaptureType": "output port",
        "worstPathMaxFanout": 38,
        "critical_path_class": "input pin to output port",
        "crit_chain": "buf_8, buf_4, buf_4, buf_4, buf_4, mux4_2, a2111oi_0, a21oi_1, nand2_1, ha_1, a21oi_1, o21bai_1, a21oi_1, o21a_1, a2111oi_0, buf_4, o31ai_1, a221oi_1, mux2_2, a211o_1, nor4_1, nand2_1, clkdlybuf4s50_1",
        "cpMostUsedCell": "buf_4",
        "max_stage_delay_ns": 1.18,
        "reg2reg_depth": 19,
        "r2r_setup_slack_ns": 19.66,
        "r2r-start": "regfile[18][15]",
    },
    "min_path": {
        "hold_path_depth": 1,
        "hold_path_end": "pc[30]",
        "min_from": "pc[30]",
        "hold_class": "register to register",
    },
    "flow_run": {
        "warning_count": 111,
        "drv_cap": 0,
    },
    "floorplan": {
        "die-width_um": 462,
        "core_area_um2": 210000,
        "ios": 197,
        "dieHeight_um": 462,
        "initial_core_util": 0.302,
        "fp.dieArea_um2": 214000,
        "rows": 168,
    },
    "global_routing": {
        "track_usage": 0.276,
        "grt_max_degree": 91,
        "grt_pass1_wl_mm": 394,
        "grt_overflow": 0,
        "grt_pass1_vias": 51500,
        "antenna_found_initial": 10,
    },
    "place": {
        "port_buffers": 196,
        "dpl.hpwl_mm": 196,
        "place_congestion": 1.05,
    },
    "cells_and_area": {
        "drive_gt1_frac": 0.161,
        "area_growth_pct": 14.8,
    },
    "status": {
        "status": "complete, no violations",
    },
}
## registers in the layout, indices dropped and copies added, names as in the netlist
register,count
pc,32
regfile,992
## worst register-to-register path: cells and delay by family, from the launching register on
kind | cells | cell delay (ns)
buffers and inverters | 1 | 0.27
multiplexers | 3 | 1.15
AND-OR/OR-AND | 10 | 3.60
flip-flops | 1 | 0.38
AND/OR/NAND/NOR | 4 | 1.18
adder cells (fa/ha/maj) | 1 | 0.49
## area by class of cell
type,instances,area [um2]
Fill cell,20100,137000
Multi-Input combinational cell,3677,30900
Sequential cell,1024,30600
Timing Repair Buffer,444,3840
Tap cell,2805,3510
Clock buffer,133,2800
Clock inverter,66,709
Inverter,148,556
Antenna cell,9,22.5
## where the power goes
group          internal (mW)  total (mW)  switching [mW]
combinational          0.474        1.27           0.792
clock                  0.848        1.49           0.641
sequential              1.80        1.84          0.0356
## kinds of logic after synthesis
family          count (synthesis)
simple gates                 1068
fa+ha+maj                     182
flops                        1024
compound gates               1502
mux                           838
xor+xnor                       87
buf+inv                       539
## per-layer routing
layer,vias up,share of wire,GRT usage
li1,21400,-,-
met1,25100,0.35,0.328
met2,3932,0.43,0.396
met3,769,0.16,0.173
met4,8,0.057,0.124
met5,-,0.0016,0.0267
## placed cells by master (no fill, tap or decap), types with 92 or more instances in the layout
cell type        instances
nor3_1                  92
a21oi_1                297
nand2_1                297
o22ai_1                126
nor2_1                 320
o21ai_0                230
clkbuf_16              108
mux2i_1                497
o221ai_1               143
mux4_2                 273
inv_1                  139
buf_4                  247
clkdlybuf4s50_1        182
a211oi_1               102
ha_1                   178
edfxtp_1               992
## through the flow
stage | worst slack, ns | util | hold WS (ns) | instances | cell area (um2)
after global routing | 6.89 | 0.347 | 0.586 | 8300 | 72900
final | 7.27 | 0.347 | 0.547 | 8306 | 72900
after detailed placement | 7.45 | 0.330 | 0.530 | 8098 | 69400
after floorplan | 9.86 | - | 0.481 | 5240 | 63500
after CTS | 7.42 | 0.347 | 0.547 | 8297 | 72900
after global placement | 7.14 | 0.330 | 0.526 | 8097 | 69400
## how the worst max path moves through the flow
| stage | start | depth (start not counted) | slack, ns | to |
|---|---|---|---|---|
| after CTS | inst[21] | 25 | 7.42 | Addr[30] |
| after global routing | inst[21] | 26 | 6.89 | Addr[28] |
| final | inst[18] | 23 | 7.27 | Addr[28] |
No activity file was given, so power comes from the tool's default toggle rates.
