### /design/flow/run.sh
#!/bin/bash
# OpenROAD 26Q1-2900-gdf79404cd8, Yosys 0.63+post, stock flow scripts
make -C /OpenROAD-flow-scripts/flow DESIGN_CONFIG=/design/flow/config.mk WORK_HOME=/design/flow/orfs finish
### /design/flow/config.mk
export PLATFORM = sky130hd
export DESIGN_NAME = Vga_dev
export DESIGN_NICKNAME = Vga_dev
export VERILOG_FILES = /design/flow/design.v
export SDC_FILE = /design/flow/constraint.sdc
export NUM_CORES = 4
export LEC_CHECK = 1
export CORE_UTILIZATION = 30
### /design/flow/constraint.sdc
current_design Vga_dev

set clk_period 1.0
set clk_io_pct 0.2

create_clock -name clk0 -period $clk_period [get_ports {clk}]

set non_clock_inputs [all_inputs -no_clocks]
set_input_delay [expr $clk_period * $clk_io_pct] -clock clk0 $non_clock_inputs
set_output_delay [expr $clk_period * $clk_io_pct] -clock clk0 [all_outputs]
### /design/flow/design.v
module Vga_dev(clk, reset, hsync, vsync, color, VGA_R, VGA_G, VGA_B, x_ptr, y_ptr);
    input clk;
    input reset;
    input [7: 0] color;
    output vsync, hsync;
    output [2: 0] VGA_R, VGA_G;
    output [1: 0] VGA_B;
    output [9: 0] x_ptr, y_ptr;
    reg [9: 0] x_cnt, y_cnt;
    reg [1: 0] cnt = 0;
    wire [7: 0] color;
    always @(posedge clk or posedge reset) begin
        if (reset) cnt <= 0;
        else cnt <= cnt + 1;
    end
    parameter
        HPIXELS = 10'd800,
        VLINES = 10'd521,
        HBP = 10'd144,
        HFP = 10'd784,
        VBP = 10'd31,
        VFP = 10'd511;
    initial begin
        x_cnt = 0;
        y_cnt = 0;
    end
    always @(posedge cnt[1]) begin
        if (x_cnt == HPIXELS - 1)
            x_cnt <= 0;
        else
            x_cnt <= x_cnt + 1;
    end
    always @(posedge cnt[1]) begin
        if (x_cnt == HPIXELS - 1) begin
            if (y_cnt == VLINES - 1)
                y_cnt <= 0;
            else y_cnt <= y_cnt + 1;
        end else
            y_cnt <= y_cnt;
    end
    assign valid = (x_cnt > HBP) && (x_cnt < HFP) && (y_cnt > VBP) && (y_cnt < VFP);
    assign hsync = (x_cnt >= 10'd96) ? 1'b1 : 1'b0;
    assign vsync = (y_cnt >= 10'd2) ? 1'b1 : 1'b0;
    assign x_ptr = x_cnt - HBP;
    assign y_ptr = y_cnt - VBP;
    assign VGA_R = valid ? color[7: 5] : 0;
    assign VGA_G = valid ? color[4: 2] : 0;
    assign VGA_B = valid ? color[1: 0] : 0;
endmodule
==> results.sh <==
# flow metrics
export IMPL_dp_hpwl_um=1900
export IMPL_critPathCaptureType="output port"
export IMPL_worst_path_stages=4
export IMPL_clk_path_buf_depth=2
export IMPL_fmax_ghz=1.12
export IMPL_die_h_um=70.5
export IMPL_min_period_ps=894
export IMPL_coreArea_um2=4440
export IMPL_path_buffers=2
export IMPL_lay_top_count="clkdlybuf4s50_1"
export IMPL_yosysUniqueCellTypes=32
export IMPL_dieArea_um2=4970
export IMPL_setup_viol=0
export IMPL_ff_type="edfxtp_1"
export IMPL_synth_flops=22
export IMPL_post_place_ws_ps=-507
export IMPL_cp_arrival_ps=690
export IMPL_final_cell_mix="23 x clkdlybuf4s50_1, 20 x nor2_1, 18 x nand3_1"
export IMPL_utilization_pct=40.7
export IMPL_antenna_found_initial=0
export IMPL_postSynthAreaPerCell_um2=8.84
export IMPL_place_inst=242
export IMPL_unclocked_regs=20
export IMPL_finClkSkew_ps=0.241
export IMPL_cap_violations=0
export IMPL_grt_max_degree=21
export IMPL_finalClockPeriodUsage_pct=89.4
export IMPL_wl_per_cell_um=10.5
export IMPL_cp_slowest_cell="dlygate4sd2_1"
export IMPL_totalWireLength_um=2570
export IMPL_crit_required_ps=800
export IMPL_vias=1141
export IMPL_cts_buffers=3
export IMPL_tool_warnings=31
export IMPL_rows=24
export IMPL_relSlewSlack_pct=61.9
export IMPL_ff_latch_area_um2=551
export IMPL_power_per_cell_area_nw_per_um2=236
export IMPL_placed_area_um2=1820
export IMPL_timing_final_ws_setup_ps=106
export IMPL_htreeDepth=1
export IMPL_total_power_uw=426
export IMPL_drc=0
export IMPL_post_cts_buffers=0
export IMPL_grt_pass1_vias=1031
export IMPL_p_leak_nw=0.737
export IMPL_n_fill_cell=458
export IMPL_overflow=0
export IMPL_synth_area_um2=1410
export IMPL_numPortBuffers=39
export IMPL_cp_slowest_stage_delay_ps=190
export IMPL_clk_pin_slew_worst_paths_ps=30
export IMPL_yosysWarnings=2
export IMPL_setup_tns_final_ps=0
export IMPL_ant_nets=0
export IMPL_cp_start_kind="input port"
export IMPL_yosysCellCount=159
export IMPL_area_growth_pct=28.6
export IMPL_vias_per_cell=4.66
export IMPL_design_area_um2=1810
export IMPL_cts_root_buf="clkbuf_8"
export IMPL_io_pin_count=40
export IMPL_ir_drop_mv=0.557
export IMPL_path_cells="dlygate4sd2_1, nand3_1, nor2_1, buf_2"
export IMPL_r2r_cells=1
export IMPL_fin_cells=245
export IMPL_grt_pass1_wl_um=4460
export IMPL_antennaDiodeCount=0
export IMPL_tightest_slew_ps=570
export IMPL_hold_slack_ps=145
export IMPL_gp_congestion=0.780
export IMPL_drive_gt1_share_pct=8.29
export IMPL_hold_path_class="input port to async pin"
export IMPL_outcome="finished clean"
export IMPL_critPathMaxFanout=1
export IMPL_crit_family="buffers and inverters"
export IMPL_grt_usage_pct=11.0
export IMPL_largest_area_cell="edfxtp_1"
export IMPL_critPathKind="input port to output port"
export IMPL_logic_area_um2=751
export IMPL_edf_count=10
export IMPL_ys_area_um2=1410
export IMPL_async_reset_ff_share_pct=9.09
export IMPL_cts_tree="done"
export IMPL_synth_seq_share_pct=39.1
export IMPL_drt_initial_drc_count=33
export IMPL_clkLatencyLatePin_ps=210
export IMPL_slew_viol_final=0
export IMPL_floorplan_core_util_pct=31.6
export IMPL_unconstrained_endpoints=52
export IMPL_syn_inst=159
export IMPL_area_leaders="edfxtp_1 21%, dfxtp_1 14%, ha_1 8.0%, xnor2_1 6.9%, xor2_1 6.9%"
export IMPL_die_x_um=70.5
export IMPL_timing_hold_violations_final=0
export IMPL_top_area_share_pct=21.4
export IMPL_rsz0062_at_grt="false"
export IMPL_first_pass_iters=21
-- where the power goes --
group / switching, mW / total, mW / internal (mW)
logic: 0.00561 / 0.0253 / 0.0197
registers: 0 / 0.0816 / 0.0816
clock network: 0.0643 / 0.319 / 0.255
-- per-layer routing --
metal  vias up  global-route usage [%]  wire length (um)
met2        29                    17.5              1110
met5         -                       0                 0
met3         0                    1.02               194
met1       511                    17.3              1270
li1        601                       -                 -
met4         0                    1.36                 0
-- synth_stat cells, types with 2 or more instances --
cell and count:
nand3_1 18, edfxtp_1 10, xor2_1 11, nor2_1 20, xnor2_1 11, a21oi_1 2
o21ai_0 4, buf_4 4, ha_1 9, inv_1 12, nand4b_1 2, clkbuf_1 5
dfxtp_1 10, nor3_1 4, nand4_1 5, nor2b_1 4, nand2b_1 2, nand2_1 10
dfrtp_1 2, nor4_1 2
-- logic make-up after synthesis --
logic type      Yosys count  share of synthesized area (%)
buf+inv                  22                           7.47
flops                    22                           39.1
fa+ha+maj                 9                           8.01
mux                       1                          0.712
compound gates            9                           3.74
simple gates             74                           27.2
xor+xnor                 22                           13.7
-- flip-flops by register name (all words and copies together), names as in the netlist --
signal and flops:
x_cnt 10, cnt 2, y_cnt 10
-- final timing paths --
path	start	to	slack [ps]
setup / recovery	color[6]	VGA_R[1]	110
hold / removal	reset	cnt[1]	150
setup reg to reg	cnt[0]	cnt[1]	340
hold reg to reg	cnt[0]	cnt[0]	430
max in group asynchronous	reset	cnt[0]	750
min in group clk0	cnt[0]	cnt[0]	430
-- repair_timing --
item	4_1_cts	5_1_grt
hold buffers	0	0
gates resized	32	0
setup endpoints to repair	8	0
-- cell type report --
class / instances / share of cell area, %
clock buffers: 3 / 2.28
inverters: 12 / 2.49
multi-input cells: 115 / 41.5
flip-flops and latches: 22 / 30.4
well taps: 52 / 3.60
repair buffers: 41 / 19.7
Power figures rest on the tool's default switching activity, not on a simulated workload.
