--- design/flow/run.sh ---
#!/bin/bash
# OpenROAD 26Q1-2900-gdf79404cd8, Yosys 0.63+post, stock flow scripts
make -C /OpenROAD-flow-scripts/flow DESIGN_CONFIG=/design/flow/config.mk WORK_HOME=/design/flow/orfs finish
--- design/flow/config.mk ---
export PLATFORM = sky130hd
export DESIGN_NAME = WB_intercon
export DESIGN_NICKNAME = WB_intercon
export VERILOG_FILES = /design/flow/design.v
export SDC_FILE = /design/flow/constraint.sdc
export NUM_CORES = 4
export LEC_CHECK = 1
export CORE_AREA = 10 10 276 276
export DIE_AREA = 0 0 286 286
--- design/flow/constraint.sdc ---
current_design WB_intercon

set clk_period 6.8
set clk_io_pct 0.2

create_clock -name clk0 -period $clk_period

set non_clock_inputs [all_inputs -no_clocks]
set_input_delay [expr $clk_period * $clk_io_pct] -clock clk0 $non_clock_inputs
set_output_delay [expr $clk_period * $clk_io_pct] -clock clk0 [all_outputs]
--- design/flow/design.v ---
module WB_intercon(master_STB, master_DAT_I, master_DAT_O, master_ACK, master_WE, master_ADDR, slave_STB, slave_ACK, slave_WE, slave_DAT_I, slave_DAT_O, slave_ADDR);
    input wire master_STB, master_WE;
    input wire [31: 0] master_DAT_I, master_ADDR;
    input wire [511: 0] slave_DAT_I;
    input wire [15: 0] slave_ACK;
    output wire [31: 0] master_DAT_O, slave_DAT_O, slave_ADDR;
    output reg [15: 0] slave_STB;
    output wire master_ACK, slave_WE;
    assign master_ACK = slave_ACK[master_ADDR[31: 28]];
    assign slave_DAT_O = master_DAT_I;
    assign slave_WE = master_WE;
    wire [31: 0] slaves_DAT[0: 15];
    assign slaves_DAT[0] = slave_DAT_I[31: 0];
    assign slaves_DAT[1] = slave_DAT_I[63: 32];
    assign slaves_DAT[2] = slave_DAT_I[95: 64];
    assign slaves_DAT[3] = slave_DAT_I[127: 96];
    assign slaves_DAT[4] = slave_DAT_I[159: 128];
    assign slaves_DAT[5] = slave_DAT_I[191: 160];
    assign slaves_DAT[6] = slave_DAT_I[223: 192];
    assign slaves_DAT[7] = slave_DAT_I[255: 224];
    assign slaves_DAT[8] = slave_DAT_I[287: 256];
    assign slaves_DAT[9] = slave_DAT_I[319: 288];
    assign slaves_DAT[10] = slave_DAT_I[351: 320];
    assign slaves_DAT[11] = slave_DAT_I[383: 352];
    assign slaves_DAT[12] = slave_DAT_I[415: 384];
    assign slaves_DAT[13] = slave_DAT_I[447: 416];
    assign slaves_DAT[14] = slave_DAT_I[479: 448];
    assign slaves_DAT[15] = slave_DAT_I[511: 480]; 
    assign master_DAT_O = slaves_DAT[master_ADDR[31: 28]];
    assign slave_ADDR = {4'b0, master_ADDR[27: 0]};
    always @* begin
        slave_STB = 0;
        slave_STB[master_ADDR[31: 28]] = master_STB;
    end
endmodule
==> summary.txt <==
impl run done, here's what came out: tally of OpenROAD warnings=35, Top cell area share=18.1%, grt ovf=0, Avg Synthesized Cell Area=7.45 µm², die height=286 µm, Layout Cells excl Fill=2092, number of cells in Yosys stat=675, M1 WL=21.5 mm, largest net degree at the start of global routing=52, fmax=161 MHz, all-layer global routing usage=12.7%, n_diodes=0, met2 WL=25.6 mm, setup TNS=0 ns, top cells by count, synth=a22oi_1 (121), buf_4 (69), nor2_1 (58), area added between synthesis and finish=129%, final tally of hold violations=0, max cap viols=0, flop count=0, Tmin final=6.22 ns, distinct lib cells=48, DP Wirelength=47.6 mm, top cells by area=a22oi_1 (18%), buf_4 (10%), mux2i_1 (7.0%), o22a_1 (5.4%), a221oi_1 (4.9%), Hold Path Class=input port to output pin, final antenna-violating net count=0, Setup-failing EPs final=0, sequential area share after synthesis=0%, # clk buffers=0, post-CTS setup buffers=0, Leak=3.75 nW, Peak VDD IR=0.0000328 V, status=completed, cell with the most instances after synthesis=a22oi_1, Post-CTS Resized=0, Cells after DPL=2092, Seq. cell area=0 µm², max layer used=met5, chip area=81800 µm², mapped cell area=5030 µm², Crit path required time=5.44 ns, Setup WS pre-CTS=0.436 ns, Vias/cell=3.89, Crit Path Max Fanout=9, worst relative slew slack=50.1%, Pins Over Slew Limit=0, DRT Pass-1 Iters=5, routed vias=8141, antenna violations before repair=12, cycle use final=91.4%, Iter 0 DRT Violations=324, vias in the first global route=8871, proportion of layout cells with a drive suffix above 1=9.20%, worst-margin pin slew=0.749 ns, Routability Congestion=0.910, post-layout util=16.5%, Yosys top cell by area=a22oi_1, Die W=286 µm, Arr. time, crit path=4.86 ns, drc violations=0, WS Path Type=input port to output pin, Floorplan Utilization=7.17%, YS chip area=5030 µm², Power Density=66.1 nW/µm², synth warn=1, RSZ-0062 raised after global routing=false, port buffer count=582, hold-fix buffer count after cts=0, row count=97, DRT Wirelength=55.3 mm, Startpoint Class=input port, I/O pins=708, Core ar.=70100 µm², wire length on met3=6.08 mm, Critical Path End Type=output pin, wire per inst=26.4 µm, setup ws final=0.583 ns, first-pass GRT wire length=72.3 mm, Post-Synthesis Cells=675
worst paths after layout:
kind / slack [ns] / endpoint / start / cells past startpoint
worst min-delay path: 2.72 / slave_ADDR[9] / master_ADDR[9] / 0
worst max-delay path: 0.58 / master_DAT_O[2] / master_ADDR[29] / 10
worst max-delay path, stage by stage:
cell and delay (ns):
clkdlybuf4s50_1 0.86, inv_1 0.19, ha_2 0.25, nand2_1 0.46, buf_4 0.23, nor2_1 0.05
a2111oi_0 0.54, buf_4 0.24, a31oi_1 0.17, clkdlybuf4s50_1 0.49
layout by cell type, fill, tap and decap left out, types with 2 or more instances in the layout:
cell,n
a2111oi_0,11
a21oi_1,23
a221oi_1,28
a221oi_2,11
a22o_1,28
a22oi_1,121
a31oi_1,20
buf_12,3
buf_4,39
buf_6,2
clkdlybuf4s50_1,580
conb_1,4
ha_4,3
inv_1,3
mux2_2,20
mux2_4,11
mux2i_1,35
mux4_2,5
nand2_1,6
nand2b_1,3
nand3_1,2
nand3b_1,2
nor2_1,58
nor2b_1,16
nor3_1,3
o21ai_0,33
o22a_1,31
o2bb2ai_1,16
o32a_1,11
xnor2_1,2
power by group:
group,internal (mW),switching [mW]
clock network,0,0
registers,0,0
logic,0.464,0.298
total,0.464,0.298
layer usage:
layer / global-route usage (%) / vias up
met4: 3.96 / 10
met3: 5.06 / 98
met5: 0 / -
met2: 21.3 / 627
met1: 14.7 / 3785
li1: - / 3621
cell type report:
class	count	area [µm²]
Multi-Input combinational cell	525	4170
Tap cell	940	1180
Inverter	3	11.3
Timing Repair Buffer	624	6180
Fill cell	8023	58600
stage by stage:
stage	area (µm²)	total power, mW	hold slack [ns]
detailed placement	11500	0.770	2.72
global placement	11500	0.773	2.72
floorplan	5040	0.259	2.79
global route	11500	0.811	2.72
CTS	11500	0.775	2.72
finish	11500	0.762	2.72
kinds of logic after synthesis:
kind of cell    synth area share, %
mux                            17.0
simple gates                   9.55
xor+xnor                      0.846
fa+ha+maj                     0.995
other cells                  0.0746
buf+inv                        18.6
compound gates                 52.9
No activity file was given, so power comes from the tool's default toggle rates.
